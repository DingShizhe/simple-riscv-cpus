--- flow/run.sh ---
#!/bin/bash
# OpenROAD 26Q1-2900-gdf79404cd8, Yosys 0.63+post, stock flow scripts
make -C /OpenROAD-flow-scripts/flow DESIGN_CONFIG=/design/flow/config.mk WORK_HOME=/design/flow/orfs finish
--- flow/config.mk ---
export PLATFORM = sky130hd
export DESIGN_NAME = cu
export DESIGN_NICKNAME = cu
export VERILOG_FILES = /design/flow/design.v
export SDC_FILE = /design/flow/constraint.sdc
export NUM_CORES = 4
export LEC_CHECK = 1
export CORE_AREA = 10 10 77 77
export DIE_AREA = 0 0 87 87
--- flow/constraint.sdc ---
current_design cu

set clk_period 2.1
set clk_io_pct 0.2

create_clock -name clk0 -period $clk_period

set non_clock_inputs [all_inputs -no_clocks]
set_input_delay [expr $clk_period * $clk_io_pct] -clock clk0 $non_clock_inputs
set_output_delay [expr $clk_period * $clk_io_pct] -clock clk0 [all_outputs]
--- flow/design.v ---
module cu(
	input clk,
	input rst,
	input [2:0] funct3,
	input [6:0] funct7,
	input [6:0] opcode,
	input [3:0] State,
	output reg cu_IRwrite,
	output reg cu_Regwrite,
	output reg cu_MemWrite,
	output reg cu_MemRead,
	output reg [1:0] cu_Mem2Reg,
	output reg cu_PCwrite,
	output reg [1:0] cu_PCsrc,
	output reg [1:0] cu_ALUsrcA,
	output reg [2:0] cu_ALUsrcB,
	output reg [3:0] alu_op,
	output reg cu_Branch,
	output reg [3:0] Next_State
	);
	reg [1:0] cu_ALUop;
	parameter SW_op = 		7'b0100011;
	parameter JALR_op = 	7'b1100111;
	parameter LW_op = 		7'b0000011;
	parameter Itype_op = 	7'b0010011;
	parameter Rtype_op = 	7'b0110011;
	parameter JAL_op = 		7'b1101111;
	parameter Btype_op = 	7'b1100011;
	parameter LUI_op = 		7'b0110111;
	parameter AUIPC_op = 	7'b0010111;
	always @( * ) begin
		if (rst) begin
			cu_IRwrite = 1'b0;
			cu_Regwrite = 1'b0; cu_Mem2Reg = 2'b00;
			cu_MemWrite = 1'b0;	cu_MemRead = 1'b0;
			cu_PCwrite = 1'b0;	cu_PCsrc = 2'b00;  cu_Branch = 1'b0;
			cu_ALUsrcA = 2'b00;	cu_ALUsrcB = 3'b000; cu_ALUop = 2'b00;
			Next_State = 4'd0;
			end
		else begin
			case (State)
				4'd0: begin
					cu_IRwrite = 1'b1;
					cu_Regwrite = 1'b0; cu_Mem2Reg = 2'b00;
					cu_MemWrite = 1'b0;	cu_MemRead = 1'b0;
					cu_PCwrite = 1'b1;	cu_PCsrc = 2'b00;  cu_Branch = 1'b0;
					cu_ALUsrcA = 2'b01;	cu_ALUsrcB = 3'b001; cu_ALUop = 2'b00;
					Next_State = 4'd1;
				end
				4'd1: begin
					cu_IRwrite = 1'b0;
					cu_Regwrite = 1'b0; cu_Mem2Reg = 2'b00;
					cu_MemWrite = 1'b0;	cu_MemRead = 1'b0;
					cu_PCwrite = 1'b0;	cu_PCsrc = 2'b00;  cu_Branch = 1'b0;
					cu_ALUsrcA = 2'b00;	cu_ALUsrcB = 3'b000; cu_ALUop = 2'b00;
					case(opcode)
						Rtype_op: Next_State = 4'd2;
						Itype_op: Next_State = 4'd4;
						JALR_op:  Next_State = 4'd4;
						Btype_op: Next_State = 4'd5;
						JAL_op:	  Next_State = 4'd6;
						SW_op: 	  Next_State = 4'd7;
						LW_op:	  Next_State = 4'd7;
						LUI_op:	  Next_State = 4'd11;
						default: Next_State = 4'd0;
					endcase
				end
				4'd2: begin
					cu_IRwrite = 1'b0;
					cu_Regwrite = 1'b0; cu_Mem2Reg = 2'b00;
					cu_MemWrite = 1'b0;	cu_MemRead = 1'b0;
					cu_PCwrite = 1'b0;	cu_PCsrc = 2'b00;  cu_Branch = 1'b0;
					cu_ALUsrcA = 2'b00;	cu_ALUsrcB = 3'b000; cu_ALUop = 2'b01;
					Next_State = 4'd3;
				end
				4'd3: begin
					cu_IRwrite = 1'b0;
					cu_Regwrite = 1'b1;
					cu_MemWrite = 1'b0;	cu_MemRead = 1'b0;
					cu_Branch = 1'b0;
					cu_ALUsrcA = 2'b00;	cu_ALUsrcB = 3'b000; cu_ALUop = 2'b00;
					Next_State = 0;
					if (opcode==JALR_op) begin
						cu_PCwrite = 1;
						cu_PCsrc = 2'b11;
						cu_Mem2Reg = 2'b10;
					end
					else begin
						cu_PCwrite = 0;
						cu_PCsrc = 0;
						cu_Mem2Reg = 2'b00;
					end
				end
				4'd4: begin
					cu_IRwrite = 1'b0;
					cu_Regwrite = 1'b0; cu_Mem2Reg = 2'b00;
					cu_MemWrite = 1'b0;	cu_MemRead = 1'b0;
					cu_PCwrite = 1'b0;	cu_PCsrc = 2'b00;  cu_Branch = 1'b0;
					cu_ALUsrcA = 2'b00;	cu_ALUsrcB = 3'b010; cu_ALUop = 2'b10;
					Next_State = 3;
				end
				4'd5: begin
					cu_IRwrite = 1'b0;
					cu_Regwrite = 1'b0; cu_Mem2Reg = 2'b00;
					cu_MemWrite = 1'b0;	cu_MemRead = 1'b0;
					cu_PCwrite = 1'b0;	cu_PCsrc = 2'b01;  cu_Branch = 1'b1;
					cu_ALUsrcA = 2'b00;	cu_ALUsrcB = 3'b000; cu_ALUop = 2'b11;
					Next_State = 0;
				end
				4'd6: begin
					cu_IRwrite = 1'b0;
					cu_Regwrite = 1'b1; cu_Mem2Reg = 2'b10;
					cu_MemWrite = 1'b0;	cu_MemRead = 1'b0;
					cu_PCwrite = 1'b1;	cu_PCsrc = 2'b10;  cu_Branch = 1'b0;
					cu_ALUsrcA = 2'b00;	cu_ALUsrcB = 3'b000; cu_ALUop = 2'b00;
					Next_State = 0;
				end
				4'd7: begin
					cu_IRwrite = 1'b0;
					cu_Regwrite = 1'b0; cu_Mem2Reg = 2'b00;
					cu_MemWrite = 1'b0;	cu_MemRead = 1'b0;
					cu_PCwrite = 1'b0;	cu_PCsrc = 2'b10;  cu_Branch = 1'b0;
					cu_ALUsrcA = 2'b00;	  cu_ALUop = 2'b00;
					case(opcode)
						SW_op: begin
							Next_State = 4'd8;
							cu_ALUsrcB = 3'b011;
						end
						LW_op: begin
							Next_State = 4'd9;
							cu_ALUsrcB = 3'b010;
						end
						default: begin
							Next_State = 4'd0;
							cu_ALUsrcB = 3'b000;
						end
					endcase
				end
				4'd8: begin
					cu_IRwrite = 1'b0;
					cu_Regwrite = 1'b0; cu_Mem2Reg = 2'b01;
					cu_MemWrite = 1'b1;	cu_MemRead = 1'b0;
					cu_PCwrite = 1'b0;	cu_PCsrc = 2'b10;  cu_Branch = 1'b0;
					cu_ALUsrcA = 2'b00;	cu_ALUsrcB = 3'b011; cu_ALUop = 2'b00;
					Next_State = 0;
				end
				4'd9: begin
					cu_IRwrite = 1'b0;
					cu_Regwrite = 1'b0; cu_Mem2Reg = 2'b00;
					cu_MemWrite = 1'b0;	cu_MemRead = 1'b1;
					cu_PCwrite = 1'b0;	cu_PCsrc = 2'b10;  cu_Branch = 1'b0;
					cu_ALUsrcA = 2'b00;	cu_ALUsrcB = 3'b000; cu_ALUop = 2'b00;
					Next_State = 4'd10;
				end
				4'd10: begin
					cu_IRwrite = 1'b0;
					cu_Regwrite = 1'b1; cu_Mem2Reg = 2'b01;
					cu_MemWrite = 1'b0;	cu_MemRead = 1'b0;
					cu_PCwrite = 1'b0;	cu_PCsrc = 2'b10;  cu_Branch = 1'b0;
					cu_ALUsrcA = 2'b00;	cu_ALUsrcB = 3'b000; cu_ALUop = 2'b00;
					Next_State = 4'd0;
				end
				4'd11: begin
					cu_IRwrite = 1'b0;
					cu_Regwrite = 1'b0; cu_Mem2Reg = 2'b00;
					cu_MemWrite = 1'b0;	cu_MemRead = 1'b0;
					cu_PCwrite = 1'b0;	cu_PCsrc = 2'b00;  cu_Branch = 1'b0;
					cu_ALUsrcA = 2'b10;	cu_ALUsrcB = 3'b110; cu_ALUop = 2'b00;
					Next_State = 4'd3;
				end
				default: begin
					cu_IRwrite = 1'b0;
					cu_Regwrite = 1'b0; cu_Mem2Reg = 2'b00;
					cu_MemWrite = 1'b1;	cu_MemRead = 1'b0;
					cu_PCwrite = 1'b0;	cu_PCsrc = 2'b00;  cu_Branch = 1'b0;
					cu_ALUsrcA = 2'b00;	cu_ALUsrcB = 2'b00; cu_ALUop = 2'b00;
					Next_State = 4'd0;
				end
			endcase
			case(cu_ALUop)
				2'b00: alu_op = 4'b0010;
				2'b01: case({funct3, funct7})
					{3'b000, 7'b0000000}: alu_op = 4'b0010;
					{3'b000, 7'b0100000}: alu_op = 4'b0110;
					{3'b001, 7'b0000000}: alu_op = 4'b0100;
					{3'b010, 7'b0000000}: alu_op = 4'b0111;
					{3'b111, 7'b0000000}: alu_op = 4'b0000;
					default: 			  alu_op = 4'b0000;
				endcase
				2'b10: case(funct3)
					3'b000: alu_op = 4'b0010;
					3'b010: alu_op = 4'b0111;
					3'b001: alu_op = 4'b0100;
					default: alu_op = 4'b0000;
				endcase
				2'b11: case(funct3)
					3'b000: alu_op = 4'b0110;
					3'b001: alu_op = 4'b0110;
					3'b100: alu_op = 4'b0111;
					3'b101: alu_op = 4'b1111;
					3'b111: alu_op = 4'b0011;
					3'b110: alu_op = 4'b1011;
					default: alu_op = 4'b0110;
				endcase
				default: alu_op = 4'b0000;
			endcase
		end
	end
endmodule
==> qor.json <==
{
  "rows": 24,
  "unconstrained_endpoints": 8,
  "top_logic_kind": "simple AND/OR/NAND/NOR gates",
  "vdd.ir_drop.worst_v": 0.0000626,
  "syn-mean-instance-area_sq_um": 6.26,
  "yosys_cells": 108,
  "endpoints_failing_setup": 0,
  "holdCritStartpoint": "opcode[1]",
  "critical_path.max_fanout": 5,
  "grt_max_degree": 15,
  "die_x_extent_um": 87,
  "worst_setup_path_start_kind": "primary input",
  "detailroute.via_count": 1091,
  "synth_top_area_share": 0.0889,
  "endpoint_kind": "output port",
  "post_drt_antenna_nets": 0,
  "die_span_in_y_um": 87,
  "fp.coreArea_sq_um": 4350,
  "port-buffer-count": 45,
  "detail_route.vias_per_cell": 4.60,
  "unclocked_regs": 4,
  "layout_top_cell": "sky130_fd_sc_hd__buf_4",
  "avgRoutedWirePerCell_um": 13.3,
  "cp.arrival_ps": 1610,
  "critical_path_class": "in -> out",
  "status": "finished clean",
  "timing.final.crit_period_ps": 2030,
  "yosys-top-cells-area": "sky130_fd_sc_hd__dlxtn_1, sky130_fd_sc_hd__nor2_1, sky130_fd_sc_hd__a21oi_1",
  "min-delay-path-class": "in -> out",
  "setup_ws_ps": 65.4,
  "dp_worst_setup_slack_ps": -662,
  "floorplan.core_util": 0.155,
  "worst_slew_pin_slew_ps": 321,
  "largest_area_cell": "sky130_fd_sc_hd__dlxtn_1",
  "first_global_vias": 1083,
  "achievable-frequency_ghz": 0.491,
  "timing.critical_path.from": "State[1]",
  "synthesis.yosys.warnings": 1,
  "final-hold-violation-count": 0,
  "dp_hpwl_um": 2490,
  "largest_reg_flops": 4,
  "whs_ps": 1310,
  "gp_congestion": 0.871,
  "yosysUniqueCellTypes": 38,
  "ioPinCount": 46,
  "chipArea_sq_um": 7570,
  "timing_max_transition_violations_final": 0,
  "required_ps": 1680,
  "syn-cell-area_sq_um": 676,
  "total_detailed_routing_wirelength_um": 3150,
  "synthesis_stage_register_bit_count": 4,
  "post_cts_hold_buffer_count": 0,
  "area_growth_syn_to_layout_pct": 128,
  "dr.pass1.iters": 4,
  "share_of_cells_above_drive_strength_1": 0.384,
  "grt_antenna_before_repair": 0,
  "globalRoute.totalOverflow": 0,
  "yosys.area_share.xor_xnor": 0.0389,
  "cellLeakagePower_nw": 0.758,
  "timing.setup.tns_ps": 0,
  "timing.slew.headroom": 0.784,
  "layout_top_cells": "sky130_fd_sc_hd__buf_4, sky130_fd_sc_hd__clkdlybuf4s50_1, sky130_fd_sc_hd__nor2_1",
  "fa_ha_area_frac": 0,
  "placed_instances": 225,
  "post_synth_inst_count": 108,
  "drt_first_iter_violations": 86,
  "pwr_density_cell_nw_per_um2": 145,
  "route.detailed.drc": 0,
  "synthSimpleGateAreaFrac": 0.448,
  "num_antenna_cells": 0,
  "warnings": 34,
  "max-cap-violations": 0,
  "post-layout-total-power_w": 0.000223,
  "synth.yosys.chip_area_sq_um": 676,
  "final_min_period_over_clock_period": 0.969,
  "synth.cellmix.compoundShare": 0.330,
  "global_route_wire_length_before_repair_um": 5070,
  "layoutNonFillerInstCount": 237,
  "grt_usage": 0.0777,
  "mux_area_fraction": 0
}
## metal layers
layer | GRT usage | routed length (um)
met5 | 0 | 0
met4 | 0 | 0
met3 | 0.0217 | 301
met2 | 0.127 | 1420
met1 | 0.105 | 1430
## report_power, final
| part | switching [W] | internal (W) | total (W) |
|---|---|---|---|
| clock | 0 | 0 | 0 |
| sequential | 0.000000353 | 0.00000429 | 0.00000465 |
| combinational | 0.000100 | 0.000118 | 0.000219 |
| total | 0.000101 | 0.000123 | 0.000223 |
## critical path, cell delays in order
cell                              delay (ps)
sky130_fd_sc_hd__buf_2                   130
sky130_fd_sc_hd__buf_4                   150
sky130_fd_sc_hd__inv_1                    80
sky130_fd_sc_hd__nand2_2                  90
sky130_fd_sc_hd__nor3_4                  180
sky130_fd_sc_hd__buf_4                   120
sky130_fd_sc_hd__clkdlybuf4s50_1         450
## metrics by stage
step,cell area [sq um],util
global route,1540,0.354
floorplan,676,-
detailed placement,1360,0.312
finish,1540,0.354
global placement,1360,0.312
CTS,1480,0.340
## cells by family after synthesis
kind of cell | after synthesis
compound gates | 35
latches | 4
xor+xnor | 3
buf+inv | 13
simple gates | 53
## area by class of cell
class,instances,area [sq um]
Sequential cell,4,60.1
Timing Repair Buffer,86,753
Inverter,4,15.0
Fill cell,424,2810
Multi-Input combinational cell,91,649
Tap cell,52,65.1
## cells in the mapped netlist, drive strengths merged
cell type  count
nor4b          1
and2           4
o31ai          4
nand4          3
a22oi          1
a2bb2oi        1
a31oi          1
o41ai          1
xor2           2
buf            6
o21ai          9
a41oi          1
nand4b         1
o32ai          1
nor2          15
clkbuf         3
a21oi         10
dlxtn          4
and4b          1
nor3           8
and4bb         1
nand3          1
nand2b         3
nor4           4
xnor2          1
nor2b          3
nor3b          1
a21boi         1
a211o          2
inv            4
a211oi         2
or4b           1
nand2          6
a311oi         1
## worst paths after layout
| kind | endpoint | cells past startpoint | slack [ps] |
|---|---|---|---|
| min | Next_State[2] | 4 | 1310 |
| max | cu_Branch | 7 | 70 |
## timing repair
item / 4_1_cts / 5_1_grt
pin swaps: 19 / 8
setup buffers: 8 / 5
gates resized: 77 / 20
setup endpoints to repair: 19 / 15
