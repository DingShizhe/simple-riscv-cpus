<file path="flow/config.mk">
export PLATFORM = sky130hd
export DESIGN_NAME = data_path
export DESIGN_NICKNAME = data_path
export VERILOG_FILES = /design/flow/design.v
export SDC_FILE = /design/flow/constraint.sdc
export NUM_CORES = 4
export LEC_CHECK = 1
export CORE_AREA = 10 10 203 203
export DIE_AREA = 0 0 213 213
</file>
<file path="flow/constraint.sdc">
current_design data_path

set clk_period 10.2
set clk_io_pct 0.2

create_clock -name clk0 -period $clk_period

set non_clock_inputs [all_inputs -no_clocks]
set_input_delay [expr $clk_period * $clk_io_pct] -clock clk0 $non_clock_inputs
set_output_delay [expr $clk_period * $clk_io_pct] -clock clk0 [all_outputs]
</file>
<file path="flow/design.v">
module data_path(
	input [1:0] cu_PCsrc,
	input [31:0] PC,
	input [31:0] alu_result,
	output reg [31:0] PC_next,
	input [1:0] cu_Mem2Reg,
	input [31:0] ALU_out,
	input [31:0] MemReg,	 
	output reg [31:0] wdata,
	input [1:0] cu_ALUsrcA,
	input [31:0] Rdata1,
	output reg [31:0] alu_a,
	input [2:0] cu_ALUsrcB,
	input [31:0] Rdata2,
	input [31:0] I_sign_extend,
	input [31:0] S_sign_extend,
	input [31:0] B_sign_extend,
	input [31:0] J_sign_extend,
	input [31:0] U_sign_extend,
	output reg [31:0] alu_b
	);
	always @( * ) begin
		case(cu_PCsrc)
			2'b00: PC_next = alu_result;
			2'b01: PC_next = PC + B_sign_extend - 32'd4;
			2'b10: PC_next = PC + J_sign_extend - 32'd4;
			2'b11: PC_next = ALU_out;
		endcase
	end
	always @( * ) begin
		case(cu_Mem2Reg)
			2'b00: wdata = ALU_out;
			2'b01: wdata = MemReg;
			2'b10: wdata = PC;
			default: wdata = MemReg;
		endcase
	end
	always @( * ) begin
		case (cu_ALUsrcA)
			2'b00: alu_a = Rdata1;
			2'b01: alu_a = PC;
			2'b10: alu_a = 0;
			default: alu_a = Rdata1;
		endcase
		case (cu_ALUsrcB)
			3'b000: alu_b = Rdata2;
			3'b001: alu_b = 32'd4;
			3'b010: alu_b = I_sign_extend;
			3'b011: alu_b = S_sign_extend;
			3'b100: alu_b = B_sign_extend;
			3'b101: alu_b = J_sign_extend;
			3'b110: alu_b = U_sign_extend;
			default: alu_b = Rdata2;
		endcase
	end
endmodule
</file>
<file path="flow/run.sh">
#!/bin/bash
# OpenROAD 26Q1-2900-gdf79404cd8, Yosys 0.63+post, stock flow scripts
make -C /OpenROAD-flow-scripts/flow DESIGN_CONFIG=/design/flow/config.mk WORK_HOME=/design/flow/orfs finish
</file>
==> results.yml <==
# generated from flow reports
finish:
  sequential_cell_area_um2: 0
  layout.cells.non_filler: 2152
  clock_buffer_count: 0
  final_core_utilization: 0.367
  layout_top_cells: "sky130_fd_sc_hd__clkdlybuf4s50_1 (484), sky130_fd_sc_hd__inv_1 (216), sky130_fd_sc_hd__nand2_1 (132)"
  synthToLayoutAreaGrowth_pct: 65.1
  drive_gt1_frac: 0.0339
  sequential_cell_total: 0
  final_common_cell: "sky130_fd_sc_hd__clkdlybuf4s50_1"
routing:
  drt_first_iter_violations: 456
  ant_nets: 0
  drc: 0
  post_drt_via_cell_ratio: 4.92
  wl_um: 46300
  routed-via-count: 10586
  first_pass_iters: 7
  wl_per_cell_um: 21.5
grt:
  grt_use_total: 0.195
  gr-total-overflow: 0
  grt_pass1_wl_um: 66100
  number_of_antenna_violations_at_the_first_check_in_global_routing: 2
  first_global_vias: 10871
  maximum_number_of_pins_on_one_net_before_global_route_repair: 65
floorplanning:
  io_pins: 489
  num_rows: 70
  die_x_um: 213
  core_um2: 36700
  floorplanUtilization: 0.222
  die_height_um: 213
  floorplan.die_area_um2: 45400
sta:
  final-max-slew-violation-count: 0
  total_neg_setup_slack_ns: 0
  layout_worst_path_cycle_share: 0.837
  grt_setup_unrepaired: "false"
  report.final.hold_viol_count: 0
  worst-slew-pin-transition_ns: 0.847
  timing.fmax_mhz: 117
  finalSetupViolations: 0
  time_the_worst_path_needs_with_i_o_delays_and_setup_ns: 8.54
  max-slew-margin-rel: 0.432
job:
  stage_log_warnings: 32
  max_cap_viol_count: 0
synthesis:
  mappedNetlistArea_um2: 8160
  area_leaders: "sky130_fd_sc_hd__ha_1 (19%), sky130_fd_sc_hd__inv_1 (9.9%), sky130_fd_sc_hd__mux2i_1 (8.3%)"
  yosys.cell_types.count: 70
  library_cell_occupying_the_most_area_in_the_post_synthesis_netlist: "sky130_fd_sc_hd__ha_1"
  total_of_warnings_raised_by_yosys: 1
  synthDominantCellAreaShare: 0.189
  ys_cells: 1250
  synthesis.instances: 1250
  synthesis.area_per_instance_um2: 6.53
  postSynthSeqShare: 0
  synth_chip_area_um2: 8160
critical_path:
  critical-path-slowest-cell: "sky130_fd_sc_hd__clkdlybuf4s50_1"
  critical_path.cell_chain: "clkdlybuf4s50_1 -> ha_1 -> ha_1 -> fa_1 -> a21oi_1 -> nor2_1 -> o31ai_2 -> a31oi_1 -> a31oi_1 -> o21ai_1 -> o41ai_2 -> xnor2_1 -> mux4_2 -> clkdlybuf4s50_1"
  worst-setup-path-type: "in2out"
  arrival_ns: 6.50
  worst-path-buf-inv: 2
  path_max_fanout: 4
  cp_data_required_time_ns: 8.16
  critPathCaptureType: "primary output"
  category_of_cells_accounting_for_the_largest_share_of_critical_path_delay: "AND-OR/OR-AND gates"
  timing.critical_path.from: "PC[1]"
  timing.critical_path.from_type: "input port"
  max_stage_delay_ns: 0.48
clock_network:
  cts-hold-fix-buffers: 0
  cts_setup_buffers: 0
  post_cts_resize_count: 0
place:
  io_buf_count: 489
  post-dp-hpwl_um: 40700
  post-place-cells: 2150
  gp_routability_congestion: 0.949
pwr:
  p_per_area_nw_per_um2: 66.2
  total_leakage_power_nw: 6.03
  power.ir.vdd_worst_v: 0.0000293
hold_path:
  hold_class: "in2out"
  hp-start: "cu_Mem2Reg[1]"
outcome:
  status: "complete, no violations"
==> final cells by class <==
cell class,count,area [µm²]
diodes,2,5.00
fillers,3888,23200
inverters,217,815
multi-input cells,962,7090
well taps,468,586
repair buffers,503,4980
==> layer usage <==
layer	global-route usage	part of all wire	up-vias
li1	-	-	5244
met1	0.232	0.40	4882
met2	0.346	0.50	426
met3	0.0514	0.086	34
met4	0.0391	0.020	0
met5	0	0	-
==> where the power goes <==
| group | total [mW] | internal, mW | switching (mW) |
|---|---|---|---|
| Sequential | 0 | 0 | 0 |
| Combinational | 0.892 | 0.481 | 0.411 |
| Clock | 0.0000000263 | 0.0000000263 | 0 |
==> synthesized netlist by cell type (4+ instances only) <==
cell,count
sky130_fd_sc_hd__o21a_1,10
sky130_fd_sc_hd__clkbuf_1,57
sky130_fd_sc_hd__nand3_1,17
sky130_fd_sc_hd__o22ai_1,30
sky130_fd_sc_hd__and3_1,9
sky130_fd_sc_hd__o22a_1,14
sky130_fd_sc_hd__nand2b_1,7
sky130_fd_sc_hd__xor2_1,18
sky130_fd_sc_hd__nor2_1,93
sky130_fd_sc_hd__ha_1,123
sky130_fd_sc_hd__xnor2_1,34
sky130_fd_sc_hd__nor2b_1,9
sky130_fd_sc_hd__a21o_1,34
sky130_fd_sc_hd__inv_1,216
sky130_fd_sc_hd__o21bai_1,11
sky130_fd_sc_hd__a31oi_1,14
sky130_fd_sc_hd__o211ai_1,20
sky130_fd_sc_hd__nor3_1,11
sky130_fd_sc_hd__mux2i_1,68
sky130_fd_sc_hd__a21oi_1,76
sky130_fd_sc_hd__a221o_1,4
sky130_fd_sc_hd__buf_1,13
sky130_fd_sc_hd__nand2_1,132
sky130_fd_sc_hd__nand4_1,6
sky130_fd_sc_hd__o31ai_1,5
sky130_fd_sc_hd__a211oi_1,10
sky130_fd_sc_hd__o21ai_1,12
sky130_fd_sc_hd__mux4_2,26
sky130_fd_sc_hd__o21ai_0,112
sky130_fd_sc_hd__o221ai_1,4
sky130_fd_sc_hd__or3_1,5
==> cell families after synthesis <==
group | count (synthesis) | synth area share
AOI/OAI and AO/OA | 387 | 0.301
xor gates and xnor gates | 52 | 0.0558
adders and majority gates | 125 | 0.193
buffers and inverters | 288 | 0.133
muxes | 95 | 0.157
and+or+nand+nor | 303 | 0.160
==> worst min-delay path: cells and delay by family <==
kind            cells  cell delay (ns)
buf+inv             2             0.64
mux                 1             0.19
compound gates      1             0.08
==> stage by stage <==
stage / hold slack [ns] / area [µm²] / setup slack (ns) / power, mW
2_1_floorplan: 4.13 / 8160 / 3.36 / 0.450
3_3_place_gp: 5.00 / 13500 / 1.74 / 0.895
3_5_place_dp: 5.00 / 13500 / 1.73 / 0.895
4_1_cts: 5.00 / 13500 / 1.71 / 0.901
5_1_grt: 5.03 / 13500 / 1.46 / 0.979
6_report: 5.00 / 13500 / 1.66 / 0.892
==> path summary, 6_finish.rpt <==
check / end / slack, ns / cells after the start
setup / recovery: PC_next[29] / 1.66 / 14
hold / removal: wdata[8] / 5.00 / 4
No activity file was given, so power comes from the tool's default toggle rates.
